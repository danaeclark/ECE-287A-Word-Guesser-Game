<file path="design/flow/run.sh">
#!/bin/bash
# OpenROAD 26Q1-2900-gdf79404cd8, Yosys 0.63+post, stock flow scripts
make -C /OpenROAD-flow-scripts/flow DESIGN_CONFIG=/design/flow/config.mk WORK_HOME=/design/flow/orfs finish
</file>
<file path="design/flow/config.mk">
export PLATFORM = sky130hd
export DESIGN_NAME = show_letters
export DESIGN_NICKNAME = show_letters
export VERILOG_FILES = /design/flow/design.v
export SDC_FILE = /design/flow/constraint.sdc
export NUM_CORES = 4
export LEC_CHECK = 1
export CORE_AREA = 10 10 88 88
export DIE_AREA = 0 0 98 98
</file>
<file path="design/flow/constraint.sdc">
current_design show_letters

set clk_period 2.6
set clk_io_pct 0.2

create_clock -name clk0 -period $clk_period

set non_clock_inputs [all_inputs -no_clocks]
set_input_delay [expr $clk_period * $clk_io_pct] -clock clk0 $non_clock_inputs
set_output_delay [expr $clk_period * $clk_io_pct] -clock clk0 [all_outputs]
</file>
<file path="design/flow/design.v">
module show_letters(
	input [4:0]in,
	output reg [99:0] draw_letter);
always@(*)
begin
				if (in == 5'b00000)
				begin
draw_letter = 100'b0000110000000100100000100001000100000010100000000111111111111000000001100000000110000000011000000001;
				end
				else if (in == 5'b00001)
				begin
draw_letter = 100'b1111111110100000000110000000011000000010111111110010000000101000000001100000000110000000011111111110;
				end
				else if (in == 5'b00010)
				begin
draw_letter = 100'b0001111110001000000101000000001000000000100000000010000000001000000000010000000000100000010001111110;
				end
				else if (in == 5'b00011)
				begin
draw_letter = 100'b1111111000100000010010000000101000000001100000000110000000011000000001100000001010000001001111111000;
				end			
				else if (in == 5'b00100)
				begin
draw_letter = 100'b1111111111100000000010000000001000000000111111110010000000001000000000100000000010000000001111111111;
				end
				else if(in == 5'b00101)
				begin
draw_letter = 100'b1111111111100000000010000000001000000000111111111110000000001000000000100000000010000000001000000000;
				end	
				else if(in == 5'b00110)
				begin
draw_letter = 100'b1111111111100000000010000000001000000000100111111110000000011000000001100000000110000000011111111111;
				end
				else if (in == 5'b00111)
				begin
draw_letter = 100'b1000000001100000000110000000011000000001111111111110000000011000000001100000000110000000011000000001;
				end
				else if (in == 5'b01000)
				begin
draw_letter = 100'b0011111000000010000000001000000000100000000010000000001000000000100000000010000000001000000011111000;
				end
				else if (in == 5'b01001)
				begin
draw_letter = 100'b1111111111000001000000000100000000010000000001000000000100000000010000100001000010000100000111110000;
				end
				else if (in == 5'b01010)
				begin
draw_letter = 100'b1000000001100000001010000001001000001000111111000010000010001000000100100000001010000000011000000001;
				end
				else if (in == 5'b01011)
				begin
draw_letter = 100'b1000000000100000000010000000001000000000100000000010000000001000000000100000000010000000001111111111;
				end
				else if (in == 5'b01100)
				begin
draw_letter = 100'b1100000011110000001110100001011010000101100100100110001100011000000001100000000110000000011000000001;
				end
				else if (in == 5'b01101)
				begin
draw_letter = 100'b1000000001110000000110100000011001000001100010000110000100011000001001100000010110000000111000000001;
				end
				else if (in == 5'b01110)
				begin
draw_letter = 100'b0111111110100000000110000000011000000001100000000110000000011000000001100000000110000000010111111110;
				end
				else if (in == 5'b01111)
				begin
draw_letter = 100'b1111111100100000001010000000011000000001100000001011111111001000000000100000000010000000001000000000;
				end
				else if (in == 5'b10000)
				begin
draw_letter = 100'b1111111110100000001010000000101000000010010000011000111110100000000010000000001000000000100000000011;
				end
				else if (in == 5'b10001)
				begin
draw_letter = 100'b1111111110100000000110000000011000000010111111110010000100001000001000100000010010000000101000000001;
				end
				else if (in == 5'b10010)
				begin
draw_letter = 100'b0111111110100000000110000000001000000000011111110000000000100000000001000000000110000000100111111100;
				end
				else if (in == 5'b10011)
				begin
draw_letter = 100'b0111111100100010001000001000000000100000000010000000001000000000100000000010000000001000000000100000;
				end
				else if (in == 5'b10100)
				begin
draw_letter = 100'b1000000001100000000110000000011000000001100000000110000000011000000001100000000110000000010111111110;
				end
				else if (in == 5'b10101)
				begin
draw_letter = 100'b1000000001100000000101000000100100000010001000010000100001000001001000000100100000001100000000110000;
				end
				else if (in == 5'b10110)
				begin
draw_letter = 100'b1000000001100000000110000000011000000001100011000110010010011001001001101000010110100001011100000001;
				end
				else if (in == 5'b10111)
				begin
draw_letter = 100'b1000000001010000001000100001000001001000000011000000001100000001001000001000010001000000101000000001;
				end
				else if (in == 5'b11000)
				begin
draw_letter = 100'b1000000001100000000110000000011000000001111111111100000000010000000001100000000101000000010011111111;
				end
				else if (in == 5'b11001)
				begin
draw_letter = 100'b1111111111000000001000000001000000001000000001000000001000000001000000001000000001000000001111111111;
				end
				else
				begin
draw_letter = 100'b0000000000000000000000000000000000000000000000000000000000000000000000000000000000000000000000000000;
				end
end
endmodule 
</file>
==> results.py <==
# Metrics from the implementation run
metrics = {
    "status": {
        "status": "complete, no violations",
    },
    "synth": {
        "synth_area_um2": 2000,
        "syn_area_per_cell_um2": 5.93,
        "netlist_instances": 338,
        "ys_types": 60,
        "ys_cells": 338,
        "yosysWarnings": 1,
        "ys_seq_share": 0,
        "ys_area_um2": 2000,
    },
    "sta": {
        "fmax_mhz": 390,
        "setup_tns_ns": 0,
        "period_used_share": 0.987,
        "finalMaxSlewViolations": 0,
        "hold_viol": 0,
        "rsz0062_at_grt": "true",
        "setup_viol": 0,
        "timing.final.crit_period_ns": 2.57,
    },
    "layout": {
        "instances_no_fill": 578,
        "syn2layout_area_growth_pct": 96.8,
        "ff_latch_area_um2": 0,
        "design_area_um2": 3940,
        "drive_gt1_frac": 0.376,
        "nClkBuffers": 0,
        "seq_cell_count": 0,
    },
    "detailed_routing": {
        "vias": 3312,
        "avgRoutedWirePerCell_um": 18.4,
        "drc": 0,
        "ant_nets": 0,
        "viasPerCell": 5.73,
        "drt-initial-drc-count": 319,
        "antenna-diode-count": 0,
        "dr.pass1.iters": 5,
        "routed_wl_um": 10600,
    },
    "floorplan": {
        "dieArea_um2": 9600,
        "die_width_um": 98,
        "chipHeight_um": 98,
        "core_um2": 5920,
        "rows": 28,
        "io_pins": 105,
        "floorplan.core_util": 0.339,
    },
    "cts": {
        "hold_buffers": 0,
    },
    "critical_path": {
        "worstSetupPathType": "in -> out",
        "crit_path_end_kind": "output port",
        "cp.arrival_ns": 2.05,
        "start_kind": "primary input",
        "worstPathMaxFanout": 11,
        "critPathRequiredTime_ns": 2.08,
    },
    "worst_hold_path": {
        "min_path_cells": 5,
        "hp-class": "in -> out",
        "whs_endpoint": "draw_letter[7]",
        "min_from": "in[4]",
    },
    "grt": {
        "grt_max_degree": 22,
        "grt_pass1_vias": 3055,
        "antenna_found_initial": 0,
        "grt_usage": 0.202,
        "grt_pass1_wl_um": 16600,
        "grt_overflow_total": 0,
    },
    "placement": {
        "routabilityCongestion": 1.02,
        "dp_hpwl_um": 8150,
        "numPortBuffers": 99,
        "dpl_cell_area_um2": 3500,
        "dp.cells": 557,
    },
    "run": {
        "max-cap-violations": 0,
        "openroad.warnings": 33,
    },
    "pwr": {
        "vdd_drop_max_mv": 0.113,
        "p_leak_nw": 1.75,
        "power_density_nw_per_um2": 177,
    },
}
layer usage:
layer,wire (um),up-vias,GRT usage
li1,-,1517,-
met1,4410,1529,0.272
met2,4760,242,0.321
met3,1290,24,0.0555
met4,170,0,0.0291
met5,0,-,0
worst max-delay path by stage:
stage / startpoint / to / slack, ns / cells past startpoint
final: in[0] / draw_letter[91] / 0.03 / 7
after global routing: in[0] / draw_letter[91] / -0.04 / 6
after CTS: in[0] / draw_letter[43] / 0.007 / 7
synthesized netlist by cell type (3+ instances only):
cell type	number	area, um^2
buf_4	31	233
inv_2	3	11.3
nand2b_1	7	43.8
buf_6	3	33.8
nor2b_1	7	43.8
or2_1	3	18.8
a21boi_1	8	60.1
o21ai_0	16	80.1
o211ai_1	8	60.1
o21ai_1	21	105
a21o_1	4	30.0
nor2_4	3	33.8
and2_1	4	25.0
nor3_1	6	30.0
o221ai_1	5	43.8
a31oi_1	3	18.8
nor2_1	35	131
nor2_2	3	18.8
a21oi_1	42	210
nand3_1	8	40.0
o22ai_1	5	31.3
and3_1	3	18.8
nand2_1	37	139
buf_2	23	115
a22oi_1	4	30.0
nor2b_2	6	52.6
stage by stage:
| stage | utilization | total power (W) | hold slack (ns) | worst slack (ns) |
|---|---|---|---|---|
| detailed placement | 0.591 | 0.000623 | 1.80 | -0.441 |
| global route | 0.666 | 0.000749 | 1.74 | -0.0422 |
| CTS | 0.633 | 0.000663 | 1.77 | 0.00743 |
| global placement | 0.591 | 0.000625 | 1.79 | -0.399 |
| finish | 0.666 | 0.000698 | 1.71 | 0.0345 |
| floorplan | - | 0.000272 | 1.27 | 0.563 |
cell families after synthesis:
group                     after synthesis  share of synthesized area
xor gates and xnor gates                3                     0.0169
buffers and inverters                  63                      0.202
other                                   1                    0.00187
and+or+nand+nor                       133                      0.345
AOI/OAI and AO/OA                     138                      0.435
placed cells by master (no fill, tap or decap), types with 7 or more instances in the layout:
master,instances
a21oi_1,38
buf_4,104
buf_6,7
clkdlybuf4s50_1,79
dlygate4sd2_1,8
nand2_1,30
nand2_2,8
nand3_1,8
nor2_1,27
nor2_2,10
o211ai_1,8
o21ai_0,13
o21ai_1,22
power breakdown:
part,internal [W],switching (W)
registers,0,0
clock network,0,0
logic,0.000393,0.000305
what timing repair did:
action	4_1_cts	5_1_grt
gates resized	53	36
cloned	2	1
buffers inserted	11	8
pin swaps	12	16
setup endpoints to repair	94	35
cell type report:
class / count / area, um^2
repair buffers: 219 / 2020
well taps: 75 / 93.8
fillers: 475 / 1980
inverters: 4 / 15.0
multi-input cells: 280 / 1820
critical path: stages:
cell             delay, ns
buf_2                 0.13
buf_12                0.14
buf_4                 0.17
nand2_1               0.10
nand2_1               0.11
a221oi_1              0.33
clkdlybuf4s50_1       0.55
Power and IR drop assume default switching activity.
