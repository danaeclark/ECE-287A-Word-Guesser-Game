==> flow/design.v <==
module check_letter(
input [4:0] guess,
input [24:0] word,
output reg [4:0] locations);
always @(*)
begin
locations[4] = ~(guess[4] ^ word[4]) & ~(guess[3] ^  word[3]) & ~(guess[2] ^ 
word[2]) & ~(guess[1] ^ word[1]) & ~(guess[0] ^ word[0]);
locations[3] = ~(guess[4] ^ word[9]) & ~(guess[3] ^  word[8]) & ~(guess[2] ^ 
word[7]) & ~(guess[1] ^ word[6]) & ~(guess[0] ^ word[5]);
locations[2] = ~(guess[4] ^ word[14]) & ~(guess[3] ^  word[13]) & ~(guess[2] ^ 
word[12]) & ~(guess[1] ^ word[11]) & ~(guess[0] ^ word[10]);
locations[1] = ~(guess[4] ^ word[19]) & ~(guess[3] ^  word[18]) & ~(guess[2] ^ 
word[17]) & ~(guess[1] ^ word[16]) & ~(guess[0] ^ word[15]);
locations[0] = ~(guess[4] ^ word[24]) & ~(guess[3] ^  word[23]) & ~(guess[2] ^ 
word[22]) & ~(guess[1] ^ word[21]) & ~(guess[0] ^ word[20]);
end
endmodule
==> flow/run.sh <==
#!/bin/bash
# OpenROAD 26Q1-2900-gdf79404cd8, Yosys 0.63+post, stock flow scripts
make -C /OpenROAD-flow-scripts/flow DESIGN_CONFIG=/design/flow/config.mk WORK_HOME=/design/flow/orfs finish
==> flow/config.mk <==
export PLATFORM = sky130hd
export DESIGN_NAME = check_letter
export DESIGN_NICKNAME = check_letter
export VERILOG_FILES = /design/flow/design.v
export SDC_FILE = /design/flow/constraint.sdc
export NUM_CORES = 4
export LEC_CHECK = 1
export CORE_AREA = 10 10 70 70
export DIE_AREA = 0 0 80 80
==> flow/constraint.sdc <==
current_design check_letter

set clk_period 1.0
set clk_io_pct 0.2

create_clock -name clk0 -period $clk_period

set non_clock_inputs [all_inputs -no_clocks]
set_input_delay [expr $clk_period * $clk_io_pct] -clock clk0 $non_clock_inputs
set_output_delay [expr $clk_period * $clk_io_pct] -clock clk0 [all_outputs]
==> flow_summary_export.csv <==
group,metric,value,unit
timing,finalWorstSetupSlack,-0.05828,ns
power,p_leak,0.0003528,µW
cts,postCtsSetupBuffers,0,
logic_synthesis,synthSimpleGateAreaFrac,0.2143,
timing,max_freq,0.9449,GHz
logic_synthesis,ys_seq_frac,0,
hold_path,hp-start,"guess[4]",
logic_synthesis,syn-cell-area,350.3,µm²
logic_synthesis,logic_family,"XOR/XNOR gates",
logic_synthesis,yosysWarningCount,1,
outcome,outcome,"complete, but fails checks",
timing,fin_crit,1.058,ns
timing,grt_setup_unrepaired,"yes",
critical_path,cp-end-kind,"primary output",
logic_synthesis,syn_avg_cell_area,8.758,µm²
global_route,overflow,0,
route,ant_nets,0,
critical_path,arrival,0.86,ns
global_route,grt_start_max_net_pins,6,
logic_synthesis,adder_share,0,
logic_synthesis,synthCells,40,
hold_path,hold_path_depth,5,
global_route,grt_pass1_wl,2442,µm
timing,post-route-period-util,1.058,
logic_synthesis,ys_cells,40,
logic_synthesis,ys_sh_aoi,0,
floorplanning,fp_util,0.1026,
place,globalplace.congestion,0.7443,
finish,drive_gt1_frac,0.7432,
power,power_density,408.2,nW/µm²
power,total_power,328.4,µW
hold_path,whs_endpoint,"locations[2]",
hold_path,hold_class,"input port to primary output",
logic_synthesis,top_cell_area_share,0.3750,
power,ir_worst_vdd,0.0001526,V
timing,finalHoldViolCount,0,
route,num_vias,377,
run,openroad.warnings,34,
finish,syn2layout_area_growth,129.6,%
floorplanning,fp.dieArea,6400,µm²
place,place.detailed.hpwl,1304,µm
global_route,grt_use_total,0.04774,
logic_synthesis,top_area_cell,"xnor2_1",
route,drt_iter0_drc,2,
timing,finalMaxSlewViolations,0,
global_route,antenna_found_initial,0,
floorplanning,die_h,80,µm
critical_path,worst_ep_required_time,0.80,ns
place,dp_slack,-1.051,ns
floorplanning,io_pins,35,
timing,setup_tns,-0.1937,ns
floorplanning,rows,21,
route,vias_per_cell,3.142,
finish,clkbuf_count,0,
timing,tightest_slew,0.1684,ns
logic_synthesis,mux_area_frac,0,
route,wl,1461,µm
route,wl_per_cell,12.18,µm
run,drv_cap,0,
logic_synthesis,topCellsByArea,"xnor2_1, xor2_1, buf_6, nor3_2, nand3_1",
critical_path,startpoint_type,"input port",
critical_path,criticalPathCategory,"input port to primary output",
global_route,first_global_vias,445,
route,firstDrtPassIters,2,
place,numPortBuffers,35,
logic_synthesis,synth_cell_type_count,5,
route,drc,0,
finish,seq_cell_count,0,
logic_synthesis,ys_sh_xor,0.6250,
outcome,violations,"negative setup slack",
critical_path,critPathMaxFanout,5,
floorplanning,core,3416,µm²
timing,relSlewSlack,0.8869,
logic_synthesis,yosys-stat-area,350.3,µm²
floorplanning,die_w,80,µm
timing,finalSetupViolCount,5,
finish,regArea,0,µm²
route,antenna_cells,0,
cts,cts-hold-fix-buffers,0,
## logic make-up after synthesis
group	count (synthesis)
AND/OR/NAND/NOR	10
buffers and inverters	5
XOR/XNOR	25
## how the worst max path moves through the flow
stage,startpoint,endpoint,slack [ns],depth (start not counted)
CTS,guess[4],locations[4],-0.05,5
global route,guess[3],locations[2],-0.13,5
finish,guess[3],locations[2],-0.06,5
## layout by cell type (no fill, tap or decap)
cell / synthesis / layout
buf_2: 0 / 24
xnor2_2: 0 / 8
xor2_1: 10 / 6
nor3_2: 5 / 5
xnor2_1: 15 / 5
buf_6: 5 / 5
xor2_2: 0 / 4
clkdlybuf4s15_1: 0 / 4
nand3_1: 5 / 3
buf_12: 0 / 3
nand3_2: 0 / 2
xnor2_4: 0 / 2
buf_8: 0 / 2
dlygate4sd2_1: 0 / 1
## timing repair
action                                  CTS  global route
endpoints found under the setup margin    5             5
resized                                 153            12
pin swaps                                31            10
gates cloned                              0             0
## layout make-up
cell class	instances	area (µm²)
fill	393	2611
tap	46	57.56
multi-input combinational	35	431.7
timing repair buffer	39	315.3
## critical path: stages
cell,delay (ns)
buf_12,0.12
xnor2_4,0.15
nand3_2,0.09
nor3_2,0.17
buf_2,0.12
## per-layer routing
metal  routed length, µm  track usage
met3                 137      0.01705
met2                 770      0.08266
met5                   0            0
met1                 553      0.05863
met4                   0            0
## cell usage after synthesis (all sizes together)
library cell / count
xnor2: 15
xor2: 10
buf: 5
nand3: 5
nor3: 5
## metrics by stage
stage	cell area, µm²	instances	utilization	hold slack (ns)
global placement	732.0	120	0.2143	1.436
detailed placement	732.0	120	0.2143	1.431
CTS	726.9	120	0.2128	0.7599
global route	804.5	120	0.2355	0.8028
floorplan	350.3	40	-	0.5069
finish	804.5	120	0.2355	0.7569
## report_power, final
group,switching [µW],internal [µW]
clock network,0,0
registers,0,0
logic,128,201
Power figures rest on the tool's default switching activity, not on a simulated workload.
