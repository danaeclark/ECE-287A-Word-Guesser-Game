===== flow/design.v =====
module vga_address_translator(x, y, mem_address);
	parameter RESOLUTION = "320x240";
	input [((RESOLUTION == "320x240") ? (8) : (7)):0] x; 
	input [((RESOLUTION == "320x240") ? (7) : (6)):0] y;	
	output reg [((RESOLUTION == "320x240") ? (16) : (14)):0] mem_address;
	wire [16:0] res_320x240 = ({1'b0, y, 8'd0} + {1'b0, y, 6'd0} + {1'b0, x});
	wire [15:0] res_160x120 = ({1'b0, y, 7'd0} + {1'b0, y, 5'd0} + {1'b0, x});
	always @(*)
	begin
		if (RESOLUTION == "320x240")
			mem_address = res_320x240;
		else
			mem_address = res_160x120[14:0];
	end
endmodule
module vga_controller(	vga_clock, resetn, pixel_colour, memory_address, 
		VGA_R, VGA_G, VGA_B,
		VGA_HS, VGA_VS, VGA_BLANK,
		VGA_SYNC, VGA_CLK);
	parameter BITS_PER_COLOUR_CHANNEL = 1;
	parameter MONOCHROME = "TRUE";
	parameter RESOLUTION = "320x240";
	parameter C_VERT_NUM_PIXELS  = 10'd480;
	parameter C_VERT_SYNC_START  = 10'd493;
	parameter C_VERT_SYNC_END    = 10'd494;  
	parameter C_VERT_TOTAL_COUNT = 10'd525;
	parameter C_HORZ_NUM_PIXELS  = 10'd640;
	parameter C_HORZ_SYNC_START  = 10'd659;
	parameter C_HORZ_SYNC_END    = 10'd754;  
	parameter C_HORZ_TOTAL_COUNT = 10'd800;	
	input vga_clock, resetn;
	input [((MONOCHROME == "TRUE") ? (0) : (BITS_PER_COLOUR_CHANNEL*3-1)):0] pixel_colour;
	output [((RESOLUTION == "320x240") ? (16) : (14)):0] memory_address;
	output reg [9:0] VGA_R;
	output reg [9:0] VGA_G;
	output reg [9:0] VGA_B;
	output reg VGA_HS;
	output reg VGA_VS;
	output reg VGA_BLANK;
	output VGA_SYNC, VGA_CLK;
	reg VGA_HS1;
	reg VGA_VS1;
	reg VGA_BLANK1; 
	reg [9:0] xCounter, yCounter;
	wire xCounter_clear;
	wire yCounter_clear;
	wire vcc;
	reg [((RESOLUTION == "320x240") ? (8) : (7)):0] x; 
	reg [((RESOLUTION == "320x240") ? (7) : (6)):0] y;	
	assign vcc =1'b1;
	always @(posedge vga_clock or negedge resetn)
	begin
		if (!resetn)
			xCounter <= 10'd0;
		else if (xCounter_clear)
			xCounter <= 10'd0;
		else
		begin
			xCounter <= xCounter + 1'b1;
		end
	end
	assign xCounter_clear = (xCounter == (C_HORZ_TOTAL_COUNT-1));
	always @(posedge vga_clock or negedge resetn)
	begin
		if (!resetn)
			yCounter <= 10'd0;
		else if (xCounter_clear && yCounter_clear)
			yCounter <= 10'd0;
		else if (xCounter_clear)		 
			yCounter <= yCounter + 1'b1;
	end
	assign yCounter_clear = (yCounter == (C_VERT_TOTAL_COUNT-1)); 
	always @(*)
	begin
		if (RESOLUTION == "320x240")
		begin
			x = xCounter[9:1];
			y = yCounter[8:1];
		end
		else
		begin
			x = xCounter[9:2];
			y = yCounter[8:2];
		end
	end
	vga_address_translator controller_translator(
					.x(x), .y(y), .mem_address(memory_address) );
		defparam controller_translator.RESOLUTION = RESOLUTION;
	always @(posedge vga_clock)
	begin
		VGA_HS1 <= ~((xCounter >= C_HORZ_SYNC_START) && (xCounter <= C_HORZ_SYNC_END));
		VGA_VS1 <= ~((yCounter >= C_VERT_SYNC_START) && (yCounter <= C_VERT_SYNC_END));
		VGA_BLANK1 <= ((xCounter < C_HORZ_NUM_PIXELS) && (yCounter < C_VERT_NUM_PIXELS));	
		VGA_HS <= VGA_HS1;
		VGA_VS <= VGA_VS1;
		VGA_BLANK <= VGA_BLANK1;	
	end
	assign VGA_SYNC = vcc;
	assign VGA_CLK = vga_clock;
	integer index;
	integer sub_index;
	always @(pixel_colour)
	begin		
		VGA_R <= 'b0;
		VGA_G <= 'b0;
		VGA_B <= 'b0;
		if (MONOCHROME == "FALSE")
		begin
			for (index = 10-BITS_PER_COLOUR_CHANNEL; index >= 0; index = index - BITS_PER_COLOUR_CHANNEL)
			begin
				for (sub_index = BITS_PER_COLOUR_CHANNEL - 1; sub_index >= 0; sub_index = sub_index - 1)
				begin
					VGA_R[sub_index+index] <= pixel_colour[sub_index + BITS_PER_COLOUR_CHANNEL*2];
					VGA_G[sub_index+index] <= pixel_colour[sub_index + BITS_PER_COLOUR_CHANNEL];
					VGA_B[sub_index+index] <= pixel_colour[sub_index];
				end
			end	
		end
		else
		begin
			for (index = 0; index < 10; index = index + 1)
			begin
				VGA_R[index] <= pixel_colour[0:0];
				VGA_G[index] <= pixel_colour[0:0];
				VGA_B[index] <= pixel_colour[0:0];
			end	
		end
	end
endmodule

===== flow/config.mk =====
export PLATFORM = sky130hd
export DESIGN_NAME = vga_controller
export DESIGN_NICKNAME = vga_controller
export VERILOG_FILES = /design/flow/design.v
export SDC_FILE = /design/flow/constraint.sdc
export NUM_CORES = 4
export LEC_CHECK = 1
export CORE_AREA = 10 10 114 114
export DIE_AREA = 0 0 124 124

===== flow/constraint.sdc =====
current_design vga_controller

set clk_period 3.3
set clk_io_pct 0.2

create_clock -name clk0 -period $clk_period [get_ports {vga_clock}]

set non_clock_inputs [all_inputs -no_clocks]
set_input_delay [expr $clk_period * $clk_io_pct] -clock clk0 $non_clock_inputs
set_output_delay [expr $clk_period * $clk_io_pct] -clock clk0 [all_outputs]

===== flow/run.sh =====
#!/bin/bash
# OpenROAD 26Q1-2900-gdf79404cd8, Yosys 0.63+post, stock flow scripts
make -C /OpenROAD-flow-scripts/flow DESIGN_CONFIG=/design/flow/config.mk WORK_HOME=/design/flow/orfs finish

==> flow_summary.json <==
{
  "outcome": "completed",
  "swShare_pct": 18.3,
  "ios": 55,
  "fin_ws_ns": 0.0492,
  "combPwrFrac_pct": 1.0,
  "p_per_area_nw_per_um2": 299,
  "grt_usage_pct": 5.02,
  "drv_cap": 0,
  "r2r-start": "xCounter[1]",
  "enable_flop_cells": 0,
  "ys_cells": 210,
  "hold_depth": 0,
  "drive_gt1_share_pct": 19.6,
  "hp-class": "flip-flop to flip-flop",
  "syn-cell-area_um2": 1990,
  "fp_util_pct": 19.1,
  "dieArea_um2": 15400,
  "rr_endpoint": "yCounter[9]",
  "fillers": 1116,
  "drt_iter0_markers": 39,
  "reg2reg_slack_ns": 1.04,
  "holdWs_ns": 0.333,
  "clkTransAtPathRegs_ns": 0.10,
  "finalCritPeriodShare_pct": 98.5,
  "critPathCaptureType": "output pin",
  "clock_skew_ns": 0.0126,
  "rsz0062_at_grt": "yes",
  "ys_seq_share_pct": 31.2,
  "arrival_ns": 2.59,
  "rows": 37,
  "cp.required_ns": 2.64,
  "dp_slack_ns": -0.181,
  "slew_viol_final": 0,
  "ant_nets": 0,
  "synthToLayoutAreaGrowth_pct": 19.1,
  "leakage_uw": 0.00108,
  "fin_crit_ns": 3.25,
  "tightest_slew_ns": 0.655,
  "setup_violations": 0,
  "worstHoldStart": "VGA_HS1",
  "syn_area_per_cell_um2": 9.46,
  "holdPathEnd": "VGA_HS",
  "vias": 1354,
  "ff_type": "dfrtp_1",
  "synthCells": 210,
  "antenna_found_initial": 0,
  "gp_congestion": 0.828,
  "finalPower_uw": 708,
  "clk_latency_ns": 0.38,
  "critPathMaxFanout": 2,
  "wl_per_cell_um": 11.1,
  "critPathKind": "flip-flop to output pin",
  "setup_tns_ns": 0,
  "p_clk_share_pct": 54.2,
  "rr_worst_depth": 6,
  "ys_ff": 26,
  "die_y_um": 124,
  "cts_tree": "yes",
  "yosysChipArea_um2": 1990,
  "grt_pass1_vias": 1320,
  "ys_types": 40,
  "hpwlAfterDp_mm": 2.95,
  "vias_per_cell": 3.87,
  "drc": 0,
  "p_int_uw": 579,
  "layout_top_cells": "ha_1, dfrtp_1, buf_4",
  "grt_max_degree": 31,
  "ys_async_sr_fraction_pct": 76.9,
  "core_um2": 10400,
  "grt-ovfl-total": 0,
  "vdd_drop_max_mv": 0.154,
  "warnings": 33,
  "seq_power_share_pct": 44.8,
  "finalHoldViolations": 0,
  "routed_wl_mm": 3.89,
  "fmax_mhz": 308,
  "die_x_um": 124,
  "ys_warn_count": 2,
  "switching_power_uw": 129,
  "slew_headroom_pct": 56.0,
  "grt_first_pass_wirelength_mm": 6.37,
  "n_antenna_cell": 0,
  "drtPass1Iterations": 4,
  "startpoint_type": "flip-flop",
  "io_buffers": 22
}
-- layer usage --
layer / track usage [%] / routed length (um) / vias up
met5: 0 / 0 / -
met4: 1.58 / 59 / 0
met3: 1.29 / 243 / 6
met2: 8.15 / 1860 / 13
met1: 6.44 / 1730 / 634
li1: - / - / 701
-- stage by stage --
stage          area [um2]  util, %  std cells
2_1_floorplan        1990        -        210
3_3_place_gp         2180     20.9        342
3_5_place_dp         2180     20.9        342
4_1_cts              2310     22.2        349
5_1_grt              2370     22.7        350
6_report             2370     22.7        350
-- what timing repair did --
item,CTS,global route
setup buffers,2,1
hold buffers,0,0
endpoints found under the setup margin,8,8
gates cloned,0,0
resized,20,10
pin swaps,17,4
-- sequential cells by signal (all words and copies together), names as in the netlist --
name        count
xCounter       10
yCounter       10
VGA_BLANK       1
VGA_BLANK1      1
VGA_HS          1
VGA_HS1         1
VGA_VS          1
VGA_VS1         1
-- area by class of cell --
cell class | instances | area [um2] | area share [%]
Clock buffer | 7 | 92.6 | 3.91
Clock inverter | 1 | 30.0 | 1.27
Inverter | 12 | 45.0 | 1.90
Multi-Input combinational cell | 131 | 1090 | 46.0
Sequential cell | 26 | 622 | 26.3
Tap cell | 136 | 170 | 7.19
Timing Repair Buffer | 37 | 319 | 13.5
-- worst max-delay path, stage by stage, from the launching register on --
cell	delay, ns
dfrtp_1	0.37
inv_2	0.05
fa_1	0.54
inv_2	0.06
fa_2	0.37
a211oi_4	0.23
buf_4	0.14
o21bai_1	0.05
a21oi_1	0.16
xnor2_1	0.13
buf_2	0.11
-- worst max-delay path by stage --
| stage | start | end | slack [ns] | cells past startpoint |
|---|---|---|---|---|
| after CTS | yCounter[3] | memory_address[13] | -0.01 | 10 |
| after global routing | yCounter[3] | memory_address[11] | -0.09 | 9 |
| final | yCounter[3] | memory_address[13] | 0.05 | 10 |
-- cell usage after synthesis, drive strengths merged (3+ instances only) --
master | number | area share [%]
xnor2 | 10 | 4.4
nor2 | 11 | 2.1
a21oi | 7 | 1.8
ha | 22 | 14
o21bai | 3 | 1.1
inv | 12 | 2.3
a211oi | 5 | 1.9
dfrtp | 20 | 25
and3 | 5 | 1.6
o31ai | 3 | 1.1
nand4 | 8 | 2.5
dfxtp | 6 | 6.0
xor2 | 5 | 2.2
nand3 | 10 | 2.5
nand2 | 5 | 0.94
buf | 41 | 16
o21ai | 10 | 2.5
-- power groups by stage --
stage | logic, uW | clock network, uW | registers, uW
4_1_cts | 7.53 | 400 | 317
5_1_grt | 8.50 | 417 | 317
6_report | 6.84 | 384 | 317
-- logic make-up after synthesis --
family | count (synthesis) | synth area share, %
xor+xnor | 15 | 6.61
buf+inv | 53 | 17.8
simple gates | 52 | 15.2
fa+ha+maj | 24 | 15.9
compound gates | 37 | 12.0
mux | 2 | 1.07
flops | 26 | 31.2
other cells | 1 | 0.189
Power is estimated from default activity; no workload was simulated.
